$ cat design/flow/run.sh
#!/bin/bash
# OpenROAD 26Q1-2900-gdf79404cd8, Yosys 0.63+post, stock flow scripts
make -C /OpenROAD-flow-scripts/flow DESIGN_CONFIG=/design/flow/config.mk WORK_HOME=/design/flow/orfs finish
$ cat design/flow/config.mk
export PLATFORM = sky130hd
export DESIGN_NAME = lm75a_driver
export DESIGN_NICKNAME = lm75a_driver
export VERILOG_FILES = /design/flow/design.v
export SDC_FILE = /design/flow/constraint.sdc
export NUM_CORES = 4
export LEC_CHECK = 1
export CORE_UTILIZATION = 50
$ cat design/flow/constraint.sdc
current_design lm75a_driver

set clk_period 3.7
set clk_io_pct 0.2

create_clock -name clk0 -period $clk_period [get_ports {clk}]

set non_clock_inputs [all_inputs -no_clocks]
set_input_delay [expr $clk_period * $clk_io_pct] -clock clk0 $non_clock_inputs
set_output_delay [expr $clk_period * $clk_io_pct] -clock clk0 [all_outputs]
$ cat design/flow/design.v
module lm75a_driver(
    clk,
    rst_n,
    valid,
    sign,
    fractional,
    ones,
    tens,
    hundreds,
    scl,
    sda
);
    input clk;   
    input rst_n;   
    output valid;   
    output sign;   
    output [3:0] fractional;   
    output [3:0] ones;   
    output [3:0] tens;   
    output [3:0] hundreds;   
    output scl;   
    inout sda;   
    parameter DEVICE_ADDR = 8'b1001_000_1;   
    parameter READ_TIME = 32'd50_000_000;   
    parameter STEP_TIME = 9'd500;   
    localparam IDLE = 4'd0;
    localparam START = 4'd1;
    localparam TRANS_ADDR = 4'd2;
    localparam READ_MSB = 4'd3;
    localparam READ_LSB = 4'd4;
    localparam FINISH = 4'd5;
    wire clk;
    wire rst_n;
    reg valid;
    reg sign;
    reg [3:0] fractional;
    reg [3:0] ones;
    reg [3:0] tens;
    reg [3:0] hundreds;
    reg scl;
    wire sda;
    reg sda_dir;   
    wire sda_input;   
    reg sda_output;   
    reg [31:0] cnt_read;   
    reg read_flag;   
    reg [8:0] cnt_step;   
    reg en_cnt_step;   
    reg [3:0] cnt_bit;   
    reg en_cnt_bit;   
    reg [3:0] state;   
    reg [15:0] buff;   
    reg [7:0] data;   
    reg [7:0] data_temp;   
    integer i;   
    assign sda_input = sda;
    assign sda = sda_dir ? sda_output : 1'bz;
    always @(negedge rst_n or posedge clk) begin
        if (~rst_n) begin
            cnt_read <= 32'b0;
            read_flag <= 1'b0;
        end
        else if (cnt_read == READ_TIME - 1'b1) begin
            cnt_read <= 32'b0;
            read_flag <= 1'b1;
        end
        else begin
            cnt_read <= cnt_read + 1'b1;
            read_flag <= 1'b0;
        end
    end
    always @(negedge rst_n or posedge clk) begin
        if (~rst_n) begin
            cnt_step <= 9'b0;
        end
        else if (en_cnt_step) begin
            if (cnt_step == STEP_TIME - 1'b1) begin
                cnt_step <= 9'b0;
            end
            else begin
                cnt_step <= cnt_step + 1'b1;
            end
        end
        else begin   
            cnt_step <= 9'b0;
        end
    end
    always @(negedge rst_n or posedge clk) begin
        if (~rst_n) begin
            scl <= 1'b1;
        end
        else if (en_cnt_step)  begin
            if (cnt_step == STEP_TIME[8:1] - 1'b1) begin
                scl <= 1'b1;
            end
            else if (cnt_step == STEP_TIME - 1'b1) begin
                scl <= 1'b0;
            end
            else begin
                scl <= scl;
            end
        end
        else begin   
            scl <= 1'b1;
        end
    end
    always @(negedge rst_n or posedge clk) begin
        if (~rst_n) begin
            cnt_bit <= 4'b0;
        end
        else if (en_cnt_bit) begin
            if (cnt_step == STEP_TIME - 1'b1) begin
                if (cnt_bit == 4'd8) begin
                    cnt_bit <= 4'b0;
                end
                else begin
                    cnt_bit <= cnt_bit + 1'b1;
                end
            end
        end
        else begin   
            cnt_bit <= 4'b0;
        end
    end
    always @(negedge rst_n or posedge clk) begin
        if (~rst_n) begin
            valid <= 1'b0;
            sda_dir <= 1'b1;
            sda_output <= 1'b1;
            en_cnt_step <= 1'b0;
            en_cnt_bit <= 1'b0;
            state <= IDLE;
            buff <= 16'b0;
            data <= 8'b0;
            sign <= 1'b0;
        end
        else begin
            case (state)
                IDLE: begin   
                    valid <= 1'b0;
                    sda_dir <= 1'b1;
                    sda_output <= 1'b1;
                    en_cnt_step <= 1'b0;
                    en_cnt_bit <= 1'b0;
                    if (read_flag) begin   
                        en_cnt_step <= 1'b1;
                        state <= START;
                    end
                end
                START: begin   
                    if (cnt_step == STEP_TIME[8:1] - 1'b1) begin
                        sda_dir <= 1'b1;
                        sda_output <= 1'b0;
                    end
                    else if (cnt_step == STEP_TIME - 1'b1) begin
                        en_cnt_bit <= 1'b1;
                        state <= TRANS_ADDR;
                    end
                end
                TRANS_ADDR: begin   
                    if (cnt_step == STEP_TIME - 1'b1) begin   
                        if (cnt_bit == 4'd8) begin
                            if (sda_input == 1'b0) begin   
                                state <= READ_MSB;
                            end
                            else begin   
                                state <= IDLE;
                            end
                        end
                    end
                    if (cnt_bit < 4'd8) begin   
                        if (cnt_step == STEP_TIME[8:2] - 1'b1) begin
                            sda_dir <= 1'b1;
                            sda_output <= DEVICE_ADDR[4'd7 - cnt_bit];
                        end
                    end
                    else begin   
                        if (cnt_step == STEP_TIME[8:2] - 1'b1) begin
                            sda_dir <= 1'b0;
                        end
                    end
                end
                READ_MSB: begin   
                    if (cnt_step == STEP_TIME - 1'b1) begin
                        if (cnt_bit == 4'd8) begin
                            sda_dir <= 1'b0;
                            state <= READ_LSB;
                        end
                    end
                    if (cnt_bit < 4'd8) begin   
                        if (cnt_step == STEP_TIME[8:1] + STEP_TIME[8:2] - 1'b1) begin
                            buff <= {buff[14:0], sda_input};
                        end
                    end
                    else begin   
                        if (cnt_step == STEP_TIME[8:2] - 1'b1) begin
                            sda_dir <= 1'b1;
                            sda_output <= 1'b0;
                        end
                    end
                end
                READ_LSB: begin   
                    if (cnt_step == STEP_TIME - 1'b1) begin
                        if (cnt_bit == 4'd8) begin
                            state <= FINISH;
                        end
                    end
                    if (cnt_bit < 4'd8) begin   
                        if (cnt_step == STEP_TIME[8:1] + STEP_TIME[8:2] - 1'b1) begin
                            buff <= {buff[14:0], sda_input};
                        end
                    end
                    else begin   
                        if (cnt_step == STEP_TIME[8:2] - 1'b1) begin
                            sda_dir <= 1'b1;
                            sda_output <= 1'b1;
                        end
                    end
                end
                FINISH: begin   
                    if (cnt_step == STEP_TIME[8:2] - 1'b1) begin   
                        sda_dir <= 1'b1;
                        sda_output <= 1'b0;
                    end
                    else if (cnt_step == STEP_TIME[8:1] + STEP_TIME[8:2] - 1'b1) begin
                        sda_dir <= 1'b1;
                        sda_output <= 1'b1;
                    end
                    else if (cnt_step == STEP_TIME - 2'd2) begin   
                        if (buff[15] == 1'b0) begin   
                            data <= buff[14:7];
                        end
                        else begin   
                            data <= ~buff[14:7] + 1'b1;
                        end
                        sign <= buff[15];
                    end
                    else if (cnt_step == STEP_TIME - 1'b1) begin   
                        valid <= 1'b1;
                        en_cnt_step <= 1'b0;
                        state <= IDLE;
                    end
                end
                default: begin
                    valid <= 1'b0;
                    sda_dir <= 1'b1;
                    sda_output <= 1'b1;
                    en_cnt_step <= 1'b0;
                    en_cnt_bit <= 1'b0;
                    state <= IDLE;
                    buff <= 16'b0;
                    data <= 8'b0;
                    sign <= 1'b0;
                end
            endcase
        end
    end
    always @(data[0]) begin   
        case (data[0])
            1'b1: fractional = 4'd5;
            default: fractional = 4'd0;
        endcase
    end
    always @(data[7:1]) begin   
        ones = 4'd0;
        tens = 4'd0;
        hundreds = 4'd0;
        data_temp = {1'b0, data[7:1]};
        for (i = 0; i < 8; i = i + 1) begin
            if (ones >= 4'd5) begin
                ones = ones + 4'd3;
            end
            if (tens >= 4'd5) begin
                tens = tens + 4'd3;
            end
            if (hundreds >= 4'd5) begin
                hundreds = hundreds + 4'd3;
            end
            hundreds = {hundreds[2:0], tens[3]};
            tens = {tens[2:0], ones[3]};
            ones = {ones[2:0], data_temp[7 - i]};
        end
    end
endmodule
==> out/summary.rpt <==
==================================================================
Status                                                aborted with a tool error
Stage where the flow stopped                               4_1_cts
Error message                                         [error] [KeplerFormal.cpp:679] Workflow failed: Iso has multiple drivers: .sda0, sda$_DFFE_PN1P_.Q0
Buffers from clock root to sink, at most                         2
Initial core utilization                                     0.519
Count of library flops with an enable pin                        0
Clock Sink Count                                                82
Number of core rows                                             35
Total of buffers placed on input and output ports               15
Most area-consuming cells after synthesis             sky130_fd_sc_hd__dfrtp_1 41%, sky130_fd_sc_hd__nand2_1 6.2%, sky130_fd_sc_hd__xnor2_1 4.9%
Fraction of registers with async set/reset                    1.00
Avg Inst Size Synth                                       8.93 um2
Syn Std Cell Area                                         4840 um2
Post-synthesis chip area from yosys                       4840 um2
Post-cts repair resize count                                    60
Distinct cell type count after synthesis                        70
Total CTS buffers                                                9
Area share of the largest cell type after synthesis          0.409
Number of synthesis warnings                                     2
H-tree lvl count                                                 3
# Post-CTS Setup Buffers                                        29
Hold-fix buffer count after cts                                  0
Synth Instances                                                542
Die boundary width                                          100 um
HPWL after detailed placement                              7010 um
Synthesized registers                                           82
Cell taking the most area after synthesis             sky130_fd_sc_hd__dfrtp_1
Die outline height                                          100 um
Root buffer selected by CTS                           sky130_fd_sc_hd__clkbuf_8
Top FF cell, synth                                    sky130_fd_sc_hd__dfrtp_1
Post-synthesis sequential area ratio                         0.425
Routability Congestion                                       0.936
Ports placed on the boundary                                    22
Cell total in the yosys stat output                            542
==================================================================
[through the flow]
| step | setup TNS, ns | instance area [um2] | worst slack [ns] | std cells | power [mW] |
|---|---|---|---|---|---|
| after floorplan | -3.29 | 4970 | -0.610 | 546 | 0.919 |
| after global placement | -6.20 | 5450 | -0.973 | 708 | 0.936 |
| after detailed placement | -6.74 | 5450 | -1.07 | 708 | 0.936 |
[cells by family after synthesis]
family / count (synthesis) / synth area share
AND/OR/NAND/NOR: 237 / 0.233
AND-OR/OR-AND: 97 / 0.141
flip-flops: 82 / 0.425
buffers and inverters: 54 / 0.0569
XOR/XNOR: 49 / 0.0887
adder cells (fa/ha/maj): 16 / 0.0414
multiplexers: 6 / 0.0132
other: 1 / 0.000775
[synth_stat cells, drive strengths merged, types with 13 or more instances]
master / instances
xor2: 22
o21ai: 31
nand3: 26
xnor2: 27
ha: 16
dfrtp: 79
a21oi: 15
inv: 25
buf: 13
nand2: 80
nor3: 17
nor2: 58
clkbuf: 14
Power and IR drop assume default switching activity.
